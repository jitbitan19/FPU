## ./config.mk

```make
export PLATFORM = sky130hd
export DESIGN_NAME = fp_mul
export DESIGN_NICKNAME = fp_mul
export VERILOG_FILES = /design/flow/design.v
export SDC_FILE = /design/flow/constraint.sdc
export NUM_CORES = 4
export LEC_CHECK = 1
export CORE_UTILIZATION = 50
```

## ./design.v

```verilog
`timescale 1ns / 1ps
`timescale 1ns / 1ps
module fp_class(
	exp, man, nan, inf, zero, dnorm, norm,  
	f  
);
	parameter N_EXP 	= 11;
	parameter N_MAN 	= 52;
	parameter BIAS 		= (1 << (N_EXP-1));
	parameter log_N_MAN = $clog2(N_MAN+1);
	parameter EMIN 		= (1-BIAS);
	parameter EMAX 		= BIAS;
	input			[N_EXP+N_MAN : 0] 	f;
	output signed	[N_EXP+1 : 0]		exp;
	reg signed		[N_EXP+1 : 0]		exp;
	output reg		[N_MAN : 0]			man;
	output								nan, inf, zero, dnorm, norm;
	wire exp1, exp0, man0;
	assign exp1 =  & f[N_EXP+N_MAN-1 : N_MAN];
	assign exp0 = ~| f[N_EXP+N_MAN-1 : N_MAN];
	assign man0 = ~| f[N_MAN-1 : 0];
    assign zero  =  exp0 &  man0;
    assign inf   =  exp1 &  man0;
    assign dnorm =  exp0 & ~man0;
    assign nan   =  exp1 & ~man0;
    assign norm  = ~exp1 & ~exp0;
	reg [N_MAN : 0] 	mask = ~0;
	reg [log_N_MAN-1:0]	sh;
    always @(*)
		begin
			exp = f[N_EXP+N_MAN-1 : N_MAN];
			man = f[N_MAN-1 : 0];
			sh = 0;
			if (norm) begin
				exp = f[N_EXP+N_MAN-1 : N_MAN] - BIAS;
				man = {1'b1, f[N_MAN-1 : 0]};
			end
			else if (dnorm) begin
				for (integer i = (1<<(log_N_MAN-1)); i > 0; i = i >> 1) begin
					if ((exp & (mask << (N_MAN+1 - i))) == 0) begin
						exp = exp << i;
						sh = sh | i;
					end
				end
				exp = EMIN - sh;
			end
		end
endmodule
module fp_mul (
    p, nan, inf, zero, dnorm, norm,  
    a, b  
);
    parameter N_EXP     = 11;
	parameter N_MAN     = 52;
	parameter BIAS      = (1 << (N_EXP-1));
	parameter log_N_MAN = $clog2(N_MAN+1);
	parameter EMIN      = 1-BIAS;
	parameter EMAX      = BIAS;
    output  [N_EXP+N_MAN : 0]   p;
    output reg                  nan, inf, zero, dnorm, norm;
    input   [N_EXP+N_MAN : 0]   a, b;
    wire signed [N_EXP+1 : 0]    aexp, bexp;
    wire        [N_MAN : 0]      aman, bman;
    reg signed  [N_EXP+1 : 0]    pexp, t1exp, t2exp;
    reg         [N_MAN : 0]      pman, tman;
    reg         [N_EXP+N_MAN : 0] pt;
    reg ps;
    wire [2*N_MAN+1 : 0] res;
    wire anan, ainf, azero, adnorm, anorm;
    wire bnan, binf, bzero, bdnorm, bnorm;
    fp_class #(N_EXP, N_MAN) u1 (
        .exp    (aexp),
        .man    (aman),
        .nan    (anan),
        .inf    (ainf),
        .zero   (azero),
        .dnorm  (adnorm),
        .norm   (anorm),
        .f      (a)
    );
    fp_class #(N_EXP, N_MAN) u2 (
        .exp    (bexp),
        .man    (bman),
        .nan    (bnan),
        .inf    (binf),
        .zero   (bzero),
        .dnorm  (bdnorm),
        .norm   (bnorm),
        .f      (b)
    );
    assign res = aman * bman;
    always @(*) begin
        ps = a[N_EXP+N_MAN] ^ b[N_EXP+N_MAN];
        pt = {ps, {N_EXP{1'b1}}, 1'b0, {N_MAN-1{1'b1}}};
        {nan, inf, zero, dnorm, norm} = 5'b0;
        if((anan | bnan) == 1'b1) begin
            nan = 1'b1;
        end
        else if((ainf | binf) == 1'b1) begin
            if((azero | bzero) == 1'b1) begin
                nan = 1'b1;
            end
            else begin
                pt = {ps, {N_EXP{1'b1}}, {N_MAN{1'b0}}};
                inf = 1'b1;
            end
        end
        else if(((azero | bzero) == 1'b1)||((adnorm & bdnorm) == 1'b1)) begin
            pt = {ps, {N_EXP+N_MAN {1'b0}}};
            zero = 1'b1;
        end
        else begin
            t1exp = aexp + bexp;
            if(res[2*N_MAN+1] == 1'b1) begin
                tman = res[2*N_MAN+1 : N_MAN+1];
                t2exp = t1exp + 1;
            end
            else begin
                tman = res[2*N_MAN : N_MAN];
                t2exp = t1exp;
            end
            if (t2exp < (EMIN-N_MAN)) begin  
                pt = {ps, {N_EXP+N_MAN{1'b0}}};
                zero = 1'b1;
            end
            else if(t2exp < EMIN) begin  
                pman = tman >> (EMIN - t2exp);
                pt = {ps, {N_EXP{1'b0}}, pman[N_MAN-1 : 0]};
                inf = 1'b1;
            end
            else if(t2exp > EMAX) begin  
                pt = {ps, {N_EXP{1'b1}}, {N_MAN{1'b0}}};
                inf = 1'b1;
            end
            else begin  
                pexp = t2exp + BIAS;
                pman = tman;
                pt = {ps, pexp[N_EXP-1 : 0], pman[N_MAN-1 : 0]};
                norm = 1'b1;
            end
        end
    end
    assign p = pt;
endmodule
```

## ./constraint.sdc

```tcl
current_design fp_mul

set clk_period 91.0
set clk_io_pct 0.2

create_clock -name clk0 -period $clk_period

set non_clock_inputs [all_inputs -no_clocks]
set_input_delay [expr $clk_period * $clk_io_pct] -clock clk0 $non_clock_inputs
set_output_delay [expr $clk_period * $clk_io_pct] -clock clk0 [all_outputs]
```

## ./run.sh

```bash
#!/bin/bash
# OpenROAD 26Q1-2900-gdf79404cd8, Yosys 0.63+post, stock flow scripts
make -C /OpenROAD-flow-scripts/flow DESIGN_CONFIG=/design/flow/config.mk WORK_HOME=/design/flow/orfs finish
```

==> impl_metrics.json <==
{
  "setup_viol_count_final": 0,
  "post_synthesis_xor_xnor_area_fraction_pct": 0.504,
  "synth_simple_gate_area_share_pct": 17.8,
  "grt_antenna_before_repair": 12,
  "number_of_instances_in_the_synthesized_netlist": 11200,
  "fillerInstances": 17300,
  "gr-total-overflow": 0,
  "area_growth_pct": 3.45,
  "stage_log_warnings": 40,
  "first_pass_grt_wire_length_um": 517000,
  "p_switching_mw": 26.1,
  "required_ps": 72800,
  "clock_buffers": 0,
  "max-vdd-ir-drop_v": 0.000898,
  "crit_path_frequent_cell": "fa_1",
  "reported_max_cap_violation_count": 0,
  "die_width_um": 439,
  "post_cts_buffers": 0,
  "synth_chip_area_um2": 95300,
  "grt_max_degree": 63,
  "vertical_die_dimension_um": 439,
  "critPathLaunchType": "input port",
  "drtPass1Iterations": 8,
  "floorplan.die_area_um2": 192000,
  "synth.avg_cell_area_um2": 8.48,
  "buffer_ports.inserted": 196,
  "route.detailed.wl_per_inst_um": 25.3,
  "rsz0062_at_grt": "no",
  "ios": 197,
  "min_path_cells": 3,
  "drive_gt1_share_pct": 4.07,
  "design.core.area_um2": 189000,
  "power_leakage_nw": 49.4,
  "hold_path.class": "input port to output port",
  "timing.critical_path.slowest_stage_cell": "inv_4",
  "critical_path.startpoint": "a[55]",
  "cts_hold_buf": 0,
  "post_drt_via_cell_ratio": 5.69,
  "slew_headroom_pct": 30.3,
  "dp_hpwl_um": 276000,
  "tightest_slew_ps": 1050,
  "via_count": 76100,
  "flop-count": 0,
  "hold_viol_final": 0,
  "logic_family": "adder cells",
  "yosys.area_share.aoi_pct": 6.64,
  "category_of_the_most_critical_setup_path": "input port to output port",
  "drt_iter0_markers": 4013,
  "final_period_util_pct": 56.9,
  "power_per_cell_area_nw_per_um2": 387,
  "internal_power_mw": 12.1,
  "yosys.cell_types.count": 107,
  "fa_ha_area_share_pct": 61.1,
  "critical_path.max_fanout": 56,
  "timing.critical_path.arrival_ps": 33550,
  "drv_slew": 0,
  "drtAntennaViolNets": 0,
  "fin_tns_setup_ps": 0,
  "drt_drc_violations_left": 0,
  "synth_warnings": 2,
  "synth.yosys.seq_area_share_pct": 0,
  "critical_path.endpoint_type": "output port",
  "cells_yosys": 11200,
  "number_of_global_route_vias_before_repair": 82900,
  "finalWorstPathRequiredPeriod_ps": 51750,
  "logic_area_um2": 83100,
  "hold_path.startpoint": "a[63]",
  "synthesis.area_um2": 95300,
  "totalWireLength_um": 338000,
  "outcome": "completed",
  "total_grt_usage_pct": 39.3,
  "fp_util_pct": 50.5,
  "switching_power_share_of_the_total_pct": 68.4,
  "area.sequential_um2": 0,
  "total_power_mw": 38.1,
  "place_congestion": 1.02,
  "synth.mux.area_fraction_pct": 1.07,
  "post_cts_resize_count": 0,
  "fp-row-count": 159,
  "fmax_mhz": 19.3,
  "slowest_stage_delay_on_critical_path_ps": 700
}
==> logic make-up after synthesis <==
| family | Yosys count |
|---|---|
| AOI/OAI and AO/OA | 945 |
| xor gates and xnor gates | 48 |
| adders and majority gates | 3097 |
| buffers and inverters | 3254 |
| muxes | 94 |
| other | 1 |
| and+or+nand+nor | 3806 |
==> cells in the final DEF (no fill, tap or decap), types with 67 or more instances in the layout <==
master / count
mux2i_1: 69
ha_1: 496
and3_1: 73
nor2_1: 196
clkdlybuf4s50_1: 92
inv_1: 2453
nand4_1: 95
o21ai_0: 178
a21oi_1: 243
fa_1: 2600
and2_1: 533
buf_2: 104
nand3_1: 67
buf_4: 227
nand2_1: 2540
nor3_1: 92
==> metal layers <==
| layer | routed length [um] | global-route usage (%) |
|---|---|---|
| met5 | 56 | 0.273 |
| met4 | 16900 | 14.2 |
| met3 | 34700 | 15.7 |
| met2 | 163000 | 60.6 |
| met1 | 123000 | 52.7 |
==> stage by stage <==
stage,util [%],setup slack [ps],cell area [um2],hold WS [ps],cells
2_1_floorplan,-,43820,95300,36550,11200
3_3_place_gp,52.3,39700,98600,37330,13400
3_5_place_dp,52.3,39520,98600,37320,13400
4_1_cts,52.3,39480,98600,37330,13400
5_1_grt,52.3,38610,98600,37350,13400
6_report,52.3,39250,98600,37320,13400
==> cells in the mapped netlist (31+ instances only) <==
cell type  instances  area share (%)
nor4_1            62            0.41
and3_1            73            0.48
inv_1           2453             9.7
fa_1            2600              55
o21ai_0          178            0.93
nand3_1           67            0.35
buf_2             31            0.16
nor2_1           199            0.78
clkbuf_1         748             2.9
nand4_1           95            0.62
ha_1             497             6.5
a21oi_1          244             1.3
a211oi_1          41            0.32
and2_1           533             3.5
nor3_1            92            0.48
o211ai_1          42            0.33
nand2_1         2540              10
a31oi_1           50            0.33
a21o_1            37            0.29
mux2i_1           69            0.72
==> critical path: cells and delay by family <==
family | cells | cell delay (ps)
buf+inv | 13 | 3030
xor+xnor | 1 | 100
fa+ha+maj | 11 | 5480
compound gates | 7 | 1620
simple gates | 13 | 5000
==> path summary, 6_finish.rpt <==
check / slack, ps / to
setup / recovery: 39250 / p[45]
hold / removal: 37320 / p[63]
==> cell type report <==
type / count / share of cell area (%)
multi-input combinational: 7991 / 84.3
inverter: 2458 / 9.36
tap: 2495 / 3.17
timing repair buffer: 423 / 3.19
antenna: 14 / 0.0355
